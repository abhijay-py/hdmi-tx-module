$ cat /design/flow/run.sh
#!/bin/bash
# OpenROAD 26Q1-2900-gdf79404cd8, Yosys 0.63+post, stock flow scripts
make -C /OpenROAD-flow-scripts/flow DESIGN_CONFIG=/design/flow/config.mk WORK_HOME=/design/flow/orfs finish
$ cat /design/flow/design.v
module video_data_encoder
#(parameter COUNT_WIDTH = 5)  
(
    input logic clk, n_rst,
    input logic [7:0] pixel_data,
    output logic [9:0] encoded_data,
);
    logic [8:0] q_m;
    logic [3:0] d_one_count, q_m_one_count, q_m_zero_count;
    logic [COUNT_WIDTH-1:0] previous_count, next_count;
    assign d_one_count = pixel_data[0] + pixel_data[1] + pixel_data[2] + pixel_data[3] + pixel_data[4] + pixel_data[5] + pixel_data[6] + pixel_data[7];
    assign q_m_one_count = q_m[0] + q_m[1] + q_m[2] + q_m[3] + q_m[4] + q_m[5] + q_m[6] + q_m[7];
    assign q_m_zero_count = 8 - q_m_one_count;
    always_ff @ (posedge clk, negedge n_rst) begin
        if (!n_rst) begin
            previous_count <= '0;
        end
        else begin
            previous_count <= next_count;
        end
    end
    always_comb begin
        q_m[0] = pixel_data[0];
        if (d_one_count > 4 || (d_one_count == 4 && pixel_data[0] == 0)) begin
            q_m[1] = q_m[0] ~^ pixel_data[1];
            q_m[2] = q_m[1] ~^ pixel_data[2];
            q_m[3] = q_m[2] ~^ pixel_data[3];
            q_m[4] = q_m[3] ~^ pixel_data[4];
            q_m[5] = q_m[4] ~^ pixel_data[5];
            q_m[6] = q_m[5] ~^ pixel_data[6];
            q_m[7] = q_m[6] ~^ pixel_data[7];
            q_m[8] = 0;
        end
        else begin
            q_m[1] = q_m[0] ^ pixel_data[1];
            q_m[2] = q_m[1] ^ pixel_data[2];
            q_m[3] = q_m[2] ^ pixel_data[3];
            q_m[4] = q_m[3] ^ pixel_data[4];
            q_m[5] = q_m[4] ^ pixel_data[5];
            q_m[6] = q_m[5] ^ pixel_data[6];
            q_m[7] = q_m[6] ^ pixel_data[7];
            q_m[8] = 1;
        end
        if (previous_count == 0 || q_m_one_count == q_m_zero_count) begin
            encoded_data[9] = ~q_m[8];
            encoded_data[8] = q_m[8];
            encoded_data[7:0] = q_m[8] ? q_m[7:0] : ~q_m[7:0];
            if (q_m[8] == 0) begin
                next_count = previous_count + {1'b0, q_m_zero_count} - {1'b0, q_m_one_count};
            end
            else begin
                next_count = previous_count + {1'b0, q_m_one_count} - {1'b0, q_m_zero_count};
            end
        end
        else if ((~prev_count_neg_flag && previous_count != 0 && q_m_one_count > q_m_zero_count) || (prev_count_neg_flag && q_m_zero_count > q_m_one_count)) begin
            encoded_data[9] = 1;
            encoded_data[8] = q_m[8];
            encoded_data[7:0] = ~q_m[7:0];
            next_count = previous_count + {3'b0, q_m[8], 1'b0} + {1'b0, q_m_zero_count} - {1'b0, q_m_one_count};        
        end
        else begin
            encoded_data[9] = 0;
            encoded_data[8] = q_m[8];
            encoded_data[7:0] = q_m[7:0];
            next_count = previous_count - {3'b0, ~q_m[8], 1'b0} + {1'b0, q_m_zero_count} - {1'b0, q_m_one_count};
        end
    end
endmodule
$ cat /design/flow/config.mk
export PLATFORM = sky130hd
export DESIGN_NAME = video_data_encoder
export DESIGN_NICKNAME = video_data_encoder
export VERILOG_FILES = /design/flow/design.v
export SDC_FILE = /design/flow/constraint.sdc
export NUM_CORES = 4
export LEC_CHECK = 1
export CORE_AREA = 10 10 105 105
export DIE_AREA = 0 0 115 115
$ cat /design/flow/constraint.sdc
current_design video_data_encoder

set clk_period 15.2
set clk_io_pct 0.2

create_clock -name clk0 -period $clk_period [get_ports {clk}]

set non_clock_inputs [all_inputs -no_clocks]
set_input_delay [expr $clk_period * $clk_io_pct] -clock clk0 $non_clock_inputs
set_output_delay [expr $clk_period * $clk_io_pct] -clock clk0 [all_outputs]
==> results.cfg <==
; physical design summary
[yosys]
netlist_area_um2 = 1480
synth_seq_share_pct = 8.45
synth-async-reset-ratio_pct = 100
synth-edff-count = 0
yosys-stat-cells = 158
synth-main-ff-cell = dfrtp_1
synth_cell_types = 36
ys.flops = 5
yosysChipArea_um2 = 1480
syn_inst = 158
postSynthAreaPerCell_um2 = 9.37
ys_warn_count = 3

[timing]
setup_viol = 0
report.final.slew_viol_count = 0
finClkSkew_ns = 0.00249
tightest_slew_ns = 0.384
fin_setup_tns_ns = 0
rsz0062_at_grt = false
fin_ws_ns = 0.765
fin_crit_ns = 14.44
fin_crit_sh_pct = 95.0
fin_hold_ws_ns = 0.642
hold_viol = 0
slew_headroom_pct = 74.4
fmax_mhz = 69.3

[global_route]
antenna_found_initial = 0
grt_max_degree = 10
grt_pass1_vias = 1152
grt_remaining_overflow = 0
grt_pass1_wl_um = 5220
gr-usage-all-layers_pct = 4.70

[drt]
wl_met2_um = 1300
top_layer_used = met4
drtAntennaViolNets = 0
routed_via_density = 3.85
drt-pass1-iter-count = 4
route.met3.wl_um = 133
vias = 1104
drt-met1-wl_um = 1460
drc = 0
routed_wl_um = 2910
wl_per_cell_um = 10.1
diodes = 0
drt_iter0_markers = 28

[placed_design]
place_ws_ns = 0.585
dpl.hpwl_um = 2540
dp_cells = 283
place_congestion = 0.844
portBuffers = 19

[final_layout]
largest_registers = previous_count x5
fillers = 966
largest_register = previous_count
regArea_um2 = 125
drive_above_1_share_pct = 8.94
largest_register_ffs = 5
area_growth_syn_to_layout_pct = 25.2
fin_cells = 287
logic_area_um2 = 1250

[worst_setup_path]
critPathKind = in2out
reg2reg_slack_ns = 12.89
slowest_stage = fa_1
critPathTopFamily = adder cells
crit_top_cell = fa_1
critPathArrivalTime_ns = 11.40
worst-r2r-cell-count = 9
max_stage_delay_ns = 0.59
timing.rr.end = previous_count[4]
cp.required_ns = 12.16
worst_setup_path_end_kind = output pin
crit_buf_inv = 6
cp_num_cells = 26
path_max_fanout = 6
r2r-start = previous_count[1]
crit_path_start_kind = input port

[die]
core_area_um2 = 8760
io_pins = 20
chipHeight_um = 115
initCoreUtil_pct = 16.9
num_rows = 34
dieArea_um2 = 13200
die-width_um = 115

[run_status]
outcome = finished, final reports clean

[clock_tree]
cts_tree = built
cts_sinks = 5
clk_latency_ns = 0.22
cts-root-buf = clkbuf_8
htreeDepth = 1
hold_buffers = 0
numCtsBuffers = 3
cts.clk_slew.worst_paths_ns = 0.03
post_cts_buffers = 0
cts_max_path_buffers = 2

[run]
drv_cap = 0
tool_warnings = 30

[min_path]
min_from = previous_count[0]
min_path_type = reg2reg
hold_depth = 2
worstHoldEndpoint = previous_count[0]
worst max path at each step:
| stage | endpoint | slack (ns) | startpoint |
|---|---|---|---|
| 5_1_grt | encoded_data[2] | 0.12 | pixel_data[0] |
| 6_report | encoded_data[6] | 0.76 | pixel_data[0] |
| 4_1_cts | encoded_data[2] | 0.56 | pixel_data[0] |
kinds of logic after synthesis:
group / count (synthesis) / synth area share, %
compound gates: 23 / 9.64
xor+xnor: 34 / 25.4
fa+ha+maj: 34 / 33.5
buf+inv: 28 / 7.18
flops: 5 / 8.45
mux: 7 / 4.82
simple gates: 27 / 11.0
synth_stat cells (3+ instances only):
cell,n,area [µm²]
clkbuf_1,3,11.3
xnor2_4,3,82.6
a21oi_1,8,40.0
mux2i_1,6,60.1
nor2b_1,3,18.8
nand2_1,6,22.5
ha_1,22,275
fa_1,10,200
o21ai_0,4,20.0
xnor2_1,16,140
nand2b_1,3,18.8
a21o_1,3,22.5
xor2_1,13,114
inv_1,22,82.6
nand3_1,3,15.0
dfrtp_1,5,125
timing repair:
item,CTS,global route
setup endpoints to repair,0,1
gates resized,0,1
endpoints found under the hold margin,0,0
worst min-delay path, delay by kind of cell (launching register included):
family	cells	cell delay, ns
AND-OR/OR-AND	1	0.15
buffers and inverters	1	0.10
flip-flops	1	0.35
cell usage in the layout (no fill, tap or decap), drive strengths merged, types with 3 or more instances in the layout:
| master | n |
|---|---|
| a21o | 3 |
| a21oi | 8 |
| clkbuf | 4 |
| clkdlybuf4s50 | 19 |
| dfrtp | 5 |
| fa | 10 |
| ha | 22 |
| inv | 24 |
| mux2i | 6 |
| nand2 | 6 |
| nand2b | 3 |
| nand3 | 3 |
| nor2b | 3 |
| o21ai | 6 |
| xnor2 | 20 |
| xor2 | 13 |
cell type report:
type,count,area share (%)
clock buffer,4,2.43
inverter,24,4.86
multi-input combinational,125,67.6
sequential,5,6.75
tap,108,7.29
timing repair buffer,21,11.1
stage by stage:
| step | instance area (µm²) | util, % |
|---|---|---|
| after global placement | 1800 | 20.6 |
| final | 1850 | 21.1 |
| after detailed placement | 1800 | 20.6 |
| after floorplan | 1480 | - |
| after global routing | 1850 | 21.1 |
| after CTS | 1850 | 21.1 |
per-layer routing:
layer	track usage (%)	up-vias
met5	0	-
met4	0.248	0
met3	1.11	2
met2	7.55	12
met1	6.62	532
li1	-	558
